==> design/flow/design.v <==
module ALU1Bit(y,outz,a,b,c0,c1,carryIn);
	input a,b,c0,c1,carryIn;
	output y,outz;
	wire carry;
	wire notA;
	wire zero = 1'b0;
	wire andN;
	wire xnorc1c0;
	FullAdder FullAdder1(S,carry,a,b,carryIn);
	and andN(andN,a,b);
	not notA(notA,a);
	xnor xnor1(xnorc1c0,a,b);
	MUX4to1 MUX1(y,S,andN,notA,zero,c0,c1);
	MUX4to1 MUX2(outz,carry,zero,zero,xnorc1c0,c0,c1);
endmodule
module FullAdder(S,carry,a,b,carryIn);
	input a,b,carryIn;
	output carry,S;
	wire xorAB;
	wire andAB,andXorABCin;
	xor xor1(xorAB,a,b);
	xor xor2(S,carryIn,xorAB);
	and and1(andAB,a,b);
	and and2(andXorABCin,xorAB,carryIn);
	or or1(carry,andXorABCin,andAB);
endmodule
module MUX4to1(y,S,andN,notA,zero,c0,c1);
	input S,notA,zero,andN,c0,c1;
	output y;
	wire notC0,notC1;
	wire w1,w2,w3,w4;
	not notc0(notC0,c0);
	not notc1(notC1,c1);
	and and1(w1,S,notC0,notC1);
	and and2(w2,andN,c0,notC1);
	and and3(w3,notA,notC0,c1);
	and and4(w4,zero,c0,c1);
	or or1(y,w1,w2,w3,w4);
endmodule
module fourALU1Bit(y,z,a,b,c0,c1);
	input [3:0]a,b;
	input c0,c1;
	output [3:0]y,z;
	ALU1Bit alu1(y[0],z[0],a[0],b[0],1'b0,c0,c1);
	ALU1Bit alu2(y[1],z[1],a[1],b[1],z[0],c0,c1);
	ALU1Bit alu3(y[2],z[2],a[2],b[2],z[1],c0,c1);
	ALU1Bit alu4(y[3],z[3],a[3],b[3],z[2],c0,c1);
endmodule
==> design/flow/run.sh <==
#!/bin/bash
# OpenROAD 26Q1-2900-gdf79404cd8, Yosys 0.63+post, stock flow scripts
make -C /OpenROAD-flow-scripts/flow DESIGN_CONFIG=/design/flow/config.mk WORK_HOME=/design/flow/orfs finish
==> design/flow/config.mk <==
export PLATFORM = sky130hd
export DESIGN_NAME = fourALU1Bit
export DESIGN_NICKNAME = fourALU1Bit
export VERILOG_FILES = /design/flow/design.v
export SDC_FILE = /design/flow/constraint.sdc
export NUM_CORES = 4
export LEC_CHECK = 1
export CORE_AREA = 10 10 70 70
export DIE_AREA = 0 0 80 80
==> design/flow/constraint.sdc <==
current_design fourALU1Bit

set clk_period 2.3
set clk_io_pct 0.2

create_clock -name clk0 -period $clk_period

set non_clock_inputs [all_inputs -no_clocks]
set_input_delay [expr $clk_period * $clk_io_pct] -clock clk0 $non_clock_inputs
set_output_delay [expr $clk_period * $clk_io_pct] -clock clk0 [all_outputs]
==> results_dict.tcl <==
# collected from the flow reports
set metrics [dict create \
    worst_setup_path_end_kind "output pin" \
    ys_sh_mux_pct 9.92 \
    synth_cell_types 14 \
    crit_chain "buf_6 -> fa_2 -> nor2b_4 -> nor3b_4 -> a221o_1 -> clkdlybuf4s15_1" \
    nFillCells 390 \
    ir_drop_uv 60.0 \
    p_per_area_nw_per_um2 177 \
    setup-tns-final_ps 0 \
    syn_to_final_growth_pct 98.8 \
    yosysCellCount 32 \
    drt_iter0_markers 0 \
    num_vias 276 \
    grt_pass1_vias 288 \
    grt_max_degree 6 \
    cp_max_fo 3 \
    holdBufCountCts 0 \
    startpoint_type "input pin" \
    xor_area_share_pct 0 \
    ys_top_cells_by_area "fa_1 26%, buf_4 22%, ha_1 12%" \
    antennaDiodeCount 0 \
    synth_top_area_share_pct 26.4 \
    required_ps 1840 \
    dp_hpwl_um 714 \
    crit_family "adder cells" \
    instances_no_fill 99 \
    outcome "completed" \
    core-area_um2 3420 \
    gp_congestion 0.758 \
    p_leak_nw 0.284 \
    combGateArea_um2 264 \
    logic_family "adder cells" \
    dpl.cell_count 95 \
    synth_warnings 1 \
    finalSetupViolations 0 \
    wire_per_inst_um 8.30 \
    critPathBufInv 2 \
    adder_share_pct 38.8 \
    track_usage_pct 2.42 \
    ioPinCount 18 \
    syn_area_um2 303 \
    grt_pass1_wl_um 1270 \
    synth.avg_cell_area_um2 9.46 \
    rows 21 \
    grt_overflow 0 \
    drive_above_1_share_pct 50.9 \
    ys_sh_aoi_pct 9.09 \
    rsz0062_at_grt "false" \
    cap_violations 0 \
    hp-class "input pin to output pin" \
    finalClockPeriodUsage_pct 95.8 \
    die_area_um2 6400 \
    slowest_delay_ps 420 \
    warnings 36 \
    register_area_um2 0 \
    crit_arrival_ps 1740 \
    hold_ws_ps 1290 \
    yosys_area_um2 303 \
    initCoreUtil_pct 8.86 \
    nClkBuffers 0 \
    syn_inst 32 \
    worst_pin_slew_ps 288 \
    die_w_um 80 \
    portBuffers 18 \
    routed_wl_um 822 \
    grt_antenna_before_repair 0 \
    path_class "input pin to output pin" \
    crit_slowest_cell "fa_2" \
    drc 0 \
    min_period_ps 2200 \
    slew_viol_final 0 \
    hold_viol_final 0 \
    clock.fmax_mhz 454 \
    die_height_um 80 \
    ant_nets 0 \
    via_per_inst 2.79 \
    yosysSeqAreaShare_pct 0 \
    firstDrtPassIters 1 \
    design.seq.count 0 \
    simple_gate_area_share_pct 18.6 \
    totalPowerFinal_mw 0.107 \
    slew_headroom_pct 80.8 \
    top_area_cell "fa_1" \
]
[synth_stat cells]
library cell  number
a211oi_1           1
a21oi_1            2
a221o_1            1
and2_1             1
buf_4              9
fa_1               4
ha_1               3
inv_1              1
mux2i_1            3
nand2b_1           1
nor2_1             1
nor2b_1            3
nor2b_2            1
nor3b_2            1
[metal layers]
layer	global-route usage (%)	wire, um	up-vias	share of wire, %
met2	2.65	233	17	28
met3	1.02	123	0	15
met4	0	0	0	0
li1	-	-	141	-
met1	4.16	465	118	57
met5	0	0	-	0
[metrics by stage]
step	cell area, um2	setup slack, ps	utilization [%]
after floorplan	303	230	-
after global placement	533	-688	15.6
after CTS	588	-22.3	17.2
final	602	96.9	17.6
after detailed placement	533	-696	15.6
after global routing	602	19.9	17.6
[kinds of logic after synthesis]
group / after synthesis
buf+inv: 10
simple gates: 8
fa+ha+maj: 7
compound gates: 4
mux: 3
[report_power, final]
part / switching (mW) / internal, mW
Clock: 0 / 0
Combinational: 0.0361 / 0.0706
Sequential: 0 / 0
[final cells by class]
type / count / area share [%]
multi-input combinational: 22 / 43.9
timing repair buffer: 30 / 45.9
tap: 46 / 9.56
inverter: 1 / 0.624
[path summary, 6_finish.rpt]
kind	start	to	cells past startpoint
max	a[0]	y[3]	6
min	a[1]	y[1]	3
[placed cells by master (no fill, tap or decap), types with 2 or more instances in the layout]
cell	synthesis	layout
nor2b_1	3	3
ha_1	3	3
fa_2	0	3
buf_4	9	9
clkdlybuf4s50_1	0	2
dlygate4sd2_1	0	6
clkdlybuf4s15_1	0	2
mux2i_1	3	3
buf_6	0	7
[what timing repair did]
action | in CTS | in global routing
endpoints found under the setup margin | 8 | 3
buffers inserted | 5 | 1
pin swaps | 7 | 5
gates resized | 47 | 11
